==> design.v <==
module AHB_Decoder #(ADDR_WIDTH = 32)(
    input [ADDR_WIDTH-1:0] h_addr,  
    output logic [4:0] h_sel_x  
    );
    always_comb begin
        if(h_addr >= 0 && h_addr < 'h800) begin
            h_sel_x = 5'b00001;
        end    
        else if(h_addr >= 'h800 && h_addr < 'h1000) begin
            h_sel_x = 5'b00010;
        end 
        else if(h_addr >= 'h1000 && h_addr < 'h1800) begin
            h_sel_x = 5'b00100;
        end 
        else if(h_addr >= 'h2000 && h_addr < 'h2800) begin
            h_sel_x = 5'b01000;
        end 
        else if(h_addr >= 'h3000 && h_addr < 'h3800) begin
            h_sel_x = 5'b10000;
        end 
        else begin  
            h_sel_x = 5'b00000;
        end
    end
endmodule
==> run.sh <==
#!/bin/bash
# OpenROAD 26Q1-2900-gdf79404cd8, Yosys 0.63+post, stock flow scripts
make -C /OpenROAD-flow-scripts/flow DESIGN_CONFIG=/design/flow/config.mk WORK_HOME=/design/flow/orfs finish
==> config.mk <==
export PLATFORM = sky130hd
export DESIGN_NAME = AHB_Decoder
export DESIGN_NICKNAME = AHB_Decoder
export VERILOG_FILES = /design/flow/design.v
export SDC_FILE = /design/flow/constraint.sdc
export NUM_CORES = 4
export LEC_CHECK = 1
export CORE_AREA = 10 10 70 70
export DIE_AREA = 0 0 80 80
==> constraint.sdc <==
current_design AHB_Decoder

set clk_period 2.0
set clk_io_pct 0.2

create_clock -name clk0 -period $clk_period

set non_clock_inputs [all_inputs -no_clocks]
set_input_delay [expr $clk_period * $clk_io_pct] -clock clk0 $non_clock_inputs
set_output_delay [expr $clk_period * $clk_io_pct] -clock clk0 [all_outputs]
==> results_slide.txt <==
Physical Implementation Snapshot

Cells and area
  – Highest-count logic cell in the final layout: dlygate4sd2_1
  – Sequential cell area: 0 µm²
  – Flops: 0
  – Post-layout util: 14.8%
  – Layout Cell Area excl Fill: 504 µm²
  – Top cells excl fill/tap: dlygate4sd2_1, clkdlybuf4s15_1, clkbuf_2, buf_2, nor4_2
  – Layout clock buffers: 0
  – Syn-to-layout area delta: 333%
  – Share of layout cells above drive strength 1: 57.1%

Timing
  – Hold Fails Final Rpt: 0
  – Unrepaired setup endpoints after global routing: no
  – Worst Tran Pin Value: 247 ps
  – FMAX: 518 MHz
  – Final worst path period share: 96.5%
  – Final setup violating endpoints: 0
  – Max-Slew Margin vs Limit: 83.4%
  – Max Slew Vio Count: 0
  – Sum of negative setup slack: 0 ps
  – Min Clock Period, post-route: 1930 ps
  – Setup ws final: 70.8 ps

Synthesis
  – Syn avg cell area: 6.84 µm²
  – YS chip area: 116 µm²
  – Seq share, synth: 0%
  – Post-Synthesis Cell Area: 116 µm²
  – Warnings from Yosys: 1
  – Area leader share: 21.5%
  – Largest cells by area: nor4_1, nor4_2, nor4b_2
  – Netlist cell types: 10
  – Syn Inst Count: 17
  – Yosys cell count: 17
  – Top cell type by total area after synthesis: nor4_1

Flow run
  – Max cap viols: 0
  – Log Warnings: 43

Placed design
  – DP Area: 457 µm²
  – Final GP Congestion: 0.830
  – Place WS: -595 ps
  – HPWL after DPL: 764 µm
  – I/O Buffers: 26

Worst setup path
  – CP arrival: 1530 ps
  – Slowest CP cell: clkdlybuf4s50_1
  – Critical-path cell list: clkdlybuf4s50_1, or3_1, nor3_2, buf_2
  – Crit start category: input pin
  – Top Family by Delay on Critical Path: buffers and inverters
  – CP Capture Type: output pin
  – Critical path class: in -> out
  – Buffers plus inverters on the worst setup path: 2
  – Worst-path fanout max: 3
  – Crit path DRT: 1600 ps
  – CP max stage delay: 460 ps

Global routing
  – Global-route wire length before repair: 1.26 mm
  – Initial antenna violation count: 0
  – Pin count of the biggest net entering global routing: 6
  – Total GRT Usage: 2.45%
  – Vias in the first global route: 254
  – Grt total ovfl: 0

Routing
  – 1st-iter DRT viols: 2
  – Final WL: 960 µm
  – Per-cell routed wire length: 10.1 µm
  – DR vias/cell: 2.98
  – Antenna viol nets, final: 0
  – Number of remaining DRC errors: 0
  – Via Count: 283
  – ANT cells: 0
  – First drt pass iteration count: 4

Outcome
  – Status: completed

Worst hold path
  – Min-Delay Path Class: in -> out

Power and ir drop
  – Max VDD drop: 11.7 µV
  – Static leakage: 0.000223 µW
  – PwrDens: 95.3 nW/µm²

Die
  – Starting Density: 3.41%
  – Die width: 80 µm
  – Core region area: 3420 µm²
  – Top Ports: 37
  – Row count: 21
  – Die Y: 80 µm
  – DIE AREA: 6400 µm²

Clocking
  – # hold bufs at CTS: 0
[power by group]
part | switching [µW] | internal, µW
combinational | 17.8 | 30.3
clock | 0 | 0
sequential | 0 | 0
total | 17.8 | 30.3
[cell type report]
type                            instances  area (µm²)
Fill cell                             392        2910
Inverter                                1        3.75
Multi-Input combinational cell         16         176
Tap cell                               46        57.6
Timing Repair Buffer                   32         267
[per-stage QoR]
step	hold slack [ps]	cells	power [µW]
2_1_floorplan	813	17	6.34
3_5_place_dp	1760	92	54.0
4_1_cts	1360	95	48.5
5_1_grt	1190	95	51.6
6_report	1170	95	48.1
3_3_place_gp	1760	92	53.7
[cell families (layout without fill, tap and decap cells)]
| group | count (synthesis) | count (layout) | synth area share [%] |
|---|---|---|---|
| buffers and inverters | 1 | 33 | 3.22 |
| AND/OR/NAND/NOR | 16 | 16 | 96.8 |
[routing by layer]
layer | wire [µm] | track usage (%)
met5 | 0 | 0
met4 | 0 | 0
met3 | 149 | 1.02
met2 | 310 | 2.97
met1 | 500 | 3.96
[Yosys cell counts]
cell type,number
inv_1,1
or3_1,1
nor4b_2,1
nor4_1,4
nor3_1,2
nor4_2,2
nand3_2,1
nand2_1,2
nand2b_1,1
nor2_1,2
[worst paths after layout]
kind                        from         end  slack (ps)  depth (start not counted)
worst max-delay path  h_addr[12]  h_sel_x[3]          70                          4
worst min-delay path  h_addr[13]  h_sel_x[4]        1170                          4
[what timing repair did]
item                                    in CTS  in global routing
pin swaps                                   10                  9
hold endpoints to repair                     0                  0
resized                                     45                 18
endpoints found under the setup margin       5                  5
buffers inserted                             3                  0
Power and IR drop assume default switching activity.
